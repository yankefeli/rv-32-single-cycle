==> flow/design.v <==
`timescale 1ns / 1ps
module core_adder
(
    input logic [31:0] a_i,b_i,
    output logic [31:0] sum 
);
genvar j;
logic [31:0] C_I;
logic [31:0] C_O;
integer i;
logic [31:0] n1;
logic [31:0] n2;
logic [31:0] B;
generate 
    for (j=0; j<=31; j=j+1)  begin
        full_adder uut (.a(a_i[j]), .b(b_i[j]), .c(C_I[j]), .cr(n1[j]), .s(n2[j]));
    end
endgenerate
always_comb begin
    C_I[0]=0;
    C_O = n1;
    for(i=0;i<=30;i=i+1) begin
        C_I[i+1] = C_O[i];
    end
    sum = n2;
end
endmodule
`timescale 1ns / 1ps
module full_adder
(
    input logic a,b,c,
    output logic cr, s
);
always_comb begin
    s= a^b^c;
    cr= (a&b)| c&(a^b);
end
endmodule
==> flow/run.sh <==
#!/bin/bash
# OpenROAD 26Q1-2900-gdf79404cd8, Yosys 0.63+post, stock flow scripts
make -C /OpenROAD-flow-scripts/flow DESIGN_CONFIG=/design/flow/config.mk WORK_HOME=/design/flow/orfs finish
==> flow/config.mk <==
export PLATFORM = sky130hd
export DESIGN_NAME = core_adder
export DESIGN_NICKNAME = core_adder
export VERILOG_FILES = /design/flow/design.v
export SDC_FILE = /design/flow/constraint.sdc
export NUM_CORES = 4
export LEC_CHECK = 1
export CORE_AREA = 10 10 103 103
export DIE_AREA = 0 0 113 113
==> flow/constraint.sdc <==
current_design core_adder

set clk_period 39.0
set clk_io_pct 0.2

create_clock -name clk0 -period $clk_period

set non_clock_inputs [all_inputs -no_clocks]
set_input_delay [expr $clk_period * $clk_io_pct] -clock clk0 $non_clock_inputs
set_output_delay [expr $clk_period * $clk_io_pct] -clock clk0 [all_outputs]
==> qor_table.md <==
| Result | Value | Unit |
|:---|:---|:---|
| Run status | finished, final reports clean | - |
| Width of the die | 113 | um |
| Headroom to the max-slew limit | 0.923 | - |
| Max IR drop VDD | 0.00669 | mV |
| Required time at the endpoint of the critical path | 31200 | ps |
| Via count | 700 | - |
| Number of cells in the yosys synthesis report | 69 | - |
| Number of gates given a new drive strength after cts | 0 | - |
| Gate count after technology mapping | 69 | - |
| Buffers inserted by post-CTS timing repair | 0 | - |
| Count of flip-flops and latches | 0 | - |
| Post-Route Setup TNS | 0 | ps |
| Worst min-delay path category | in2out | - |
| Post-layout min period | 28730 | ps |
| Router iterations before antenna repair | 2 | - |
| Count of final setup violators | 0 | - |
| Antenna violations before repair | 0 | - |
| Top cells, area | fa_1 67%, buf_4 27%, xor3_1 2.7%, inv_1 2.1%, ha_1 1.4% | - |
| Maximum number of pins on one net before global-route repair | 2 | - |
| Detail-routed net length per standard cell | 12.4 | um |
| Pwr Density | 15.2 | mW/mm2 |
| Count of port buffers added during placement | 96 | - |
| Final period util | 0.737 | - |
| Final wirelength | 2.95 | mm |
| Most common logic cells in the final layout | 96 x clkdlybuf4s50_1, 30 x fa_1, 5 x inv_1 | - |
| Vias in the first global route | 848 | - |
| Peak Freq | 34.8 | MHz |
| Cell with the most instances on the worst path | fa_1 | - |
| Worst Path Class, Setup | in2out | - |
| Floorplan Core Area | 0.00830 | mm2 |
| Number of routed nets with antenna violations | 0 | - |
| Max-cap viol count | 0 | - |
| Delay of the slowest cell on the worst path | 480 | ps |
| Mean instance size in the synthesized netlist | 13.0 | um2 |
| I/O pin count | 96 | - |
| Arrival time of the worst setup path | 20930 | ps |
| Count of pins over their slew limit | 0 | - |
| Final hold vios | 0 | - |
| Crit path max fanout | 1 | - |
| Distinct cell type count after synthesis | 5 | - |
| # rows | 33 | - |
| Die Y-Extent | 113 | um |
| Most numerous logic cell after layout | clkdlybuf4s50_1 | - |
| Capturing element type of the critical path | primary output | - |
| End of the worst hold path | sum[31] | - |
| Routability cong. | 0.740 | - |
| Critical path's slowest cell | clkdlybuf4s50_1 | - |
| Total GRT Usage | 0.0444 | - |
| Post-layout power | 26.6 | uW |
| Count of yosys warnings during synthesis | 2 | - |
| Initial DRC count | 10 | - |
| Count of clock-net buffers in the final layout | 0 | - |
| Tool warnings | 32 | - |
| Layout cells sized above 1 | 0 | - |
| Flop area | 0 | um2 |
| Vias per Instance | 2.94 | - |
| Crit path launch type | primary input | - |
| Leakage power | 0.646 | nW |
| RSZ-0062 raised after global routing | no | - |
| Sequential cell area fraction in the yosys report | 0 | - |
| Detailed-route DRC error count | 0 | - |
| Synth top area share | 0.670 | - |
| Area of the mapped netlist | 896 | um2 |
| Slew at the pin closest to its max-slew limit | 115 | ps |
| Die Footprint | 0.0128 | mm2 |
| Chip Area, Yosys | 896 | um2 |
| Hold Crit Start | a_i[31] | - |
| Synth-to-layout area growth | 95.1 | % |
| Largest area contributor in the netlist | fa_1 | - |
| Fp_density | 0.108 | - |
| First-pass GRT wire length | 4.71 | mm |
| Hold Path Depth | 3 | - |
| Post-detail-place hpwl | 2.93 | mm |
| Total grt overflow | 0 | - |
| # hold bufs at CTS | 0 | - |
| Number of antenna repair diodes | 0 | - |
-- worst max-delay path by stage --
stage	start	end	slack [ps]
6_report	a_i[0]	sum[31]	10270
5_1_grt	a_i[0]	sum[31]	9770
4_1_cts	a_i[0]	sum[31]	10160
-- critical path, delay by kind of cell --
kind / cells / cell delay [ps]
buffers and inverters: 4 / 1040
adder cells (fa/ha/maj): 31 / 11690
XOR/XNOR: 1 / 380
-- kinds of logic after synthesis --
group | synth area share
buffers and inverters | 0.289
adders and majority gates | 0.684
xor gates and xnor gates | 0.0265
-- final cells by class --
| type | instances | area, um2 |
|---|---|---|
| Fill cell | 899 | 6550 |
| Timing Repair Buffer | 96 | 961 |
| Multi-Input combinational cell | 32 | 637 |
| Tap cell | 105 | 131 |
| Inverter | 5 | 18.8 |
-- where the power goes --
group | leakage, nW | switching (mW) | internal, mW
registers | 0 | 0 | 0
logic | 0.646 | 0.00667 | 0.0199
clock network | 0 | 0 | 0
-- Yosys cell counts (all sizes together) --
| cell | instances |
|---|---|
| xor3 | 1 |
| buf | 32 |
| inv | 5 |
| fa | 30 |
| ha | 1 |
-- per-stage QoR --
step                cells  area (um2)  setup WS (ps)  hold slack, ps  utilization
floorplan              69         896          11540           15770            -
global placement      238        1750          10210           16600        0.211
detailed placement    238        1750          10190           16600        0.211
CTS                   238        1750          10160           16610        0.211
global route          238        1750           9770           16640        0.211
finish                238        1750          10270           16610        0.211
-- metal layers --
metal	share of wire	routed length (um)	global-route usage	vias up
met5	0	0	0	-
met4	0	0	0	0
met3	0.17	510	0.0272	0
met2	0.34	1000	0.0584	86
met1	0.49	1430	0.0643	314
li1	-	-	-	300
Power is estimated from default activity; no workload was simulated.
