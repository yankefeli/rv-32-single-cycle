==> design/flow/design.v <==
`timescale 1ns / 1ps
module adder_module
(
    input logic [31:0] A_i,
    input logic [31:0] B_i,
    input logic Sel_i, 
    output logic [31:0] Sum_o,
    output logic C_o,
    output logic Overflow
);
logic [31:0] C_I;
logic [31:0] C_O;
integer i;
genvar j;
logic [31:0] n1;
logic [31:0] n2;
logic [31:0] B;
logic [32:0] full;
generate 
    for (j=0; j<=31; j=j+1) begin
        full_adder uut (.a(A_i[j]), .b(B[j]), .c(C_I[j]), .cr(n1[j]), .s(n2[j]));
    end
endgenerate
always_comb begin
    if(Sel_i == 0)
    C_I[0]= 0;
    else 
    C_I[0]=1;
    for(i=0;i<=31;i=i+1) begin
        B[i] = B_i[i] ^ Sel_i;
    end
    C_O = n1;
    for(i=0;i<=30;i=i+1) begin
        C_I[i+1] = C_O[i];
    end
    Sum_o = n2;
    C_o = C_O[31];
    Overflow = C_O[31] ^ C_O[30];
    full= {C_o, Sum_o};
end
endmodule
`timescale 1ns / 1ps
module full_adder
(
    input logic a,b,c,
    output logic cr, s
);
always_comb begin
    s= a^b^c;
    cr= (a&b)| c&(a^b);
end
endmodule
==> design/flow/run.sh <==
#!/bin/bash
# OpenROAD 26Q1-2900-gdf79404cd8, Yosys 0.63+post, stock flow scripts
make -C /OpenROAD-flow-scripts/flow DESIGN_CONFIG=/design/flow/config.mk WORK_HOME=/design/flow/orfs finish
==> design/flow/config.mk <==
export PLATFORM = sky130hd
export DESIGN_NAME = adder_module
export DESIGN_NICKNAME = adder_module
export VERILOG_FILES = /design/flow/design.v
export SDC_FILE = /design/flow/constraint.sdc
export NUM_CORES = 4
export LEC_CHECK = 1
export CORE_UTILIZATION = 30
==> design/flow/constraint.sdc <==
current_design adder_module

set clk_period 24.6
set clk_io_pct 0.2

create_clock -name clk0 -period $clk_period

set non_clock_inputs [all_inputs -no_clocks]
set_input_delay [expr $clk_period * $clk_io_pct] -clock clk0 $non_clock_inputs
set_output_delay [expr $clk_period * $clk_io_pct] -clock clk0 [all_outputs]
==> impl_metrics.env <==
# physical design summary
export IMPL_tool_warnings=32
export IMPL_synth_warnings=2
export IMPL_avgSynthCellArea_um2=9.04
export IMPL_grt_setup_unrepaired="no"
export IMPL_antenna_found_initial=0
export IMPL_worst_slew_pin_slew_ns=0.412
export IMPL_postSynthSeqShare_pct=0
export IMPL_diodes=0
export IMPL_ys_types=10
export IMPL_fp_util_pct=31.0
export IMPL_yosysTopAreaCellShare_pct=42.4
export IMPL_start_kind="primary input"
export IMPL_finalMaxSlewViolations=0
export IMPL_flop_count=0
export IMPL_area_delta_synth_final_pct=52.9
export IMPL_drtIter0Drc=13
export IMPL_fp_row_count=25
export IMPL_cellPowerDensity_nw_per_um2=30.4
export IMPL_grt_max_degree=19
export IMPL_post_cts_resized=0
export IMPL_slowest_delay_ns=0.51
export IMPL_final_cell_area_um2=2240
export IMPL_cp_common_cell="fa_1"
export IMPL_syn_area_um2=1470
export IMPL_portBuffers=99
export IMPL_dieWidth_um=71.9
export IMPL_gp_congestion=0.712
export IMPL_setup_violations=0
export IMPL_relSlewSlack_pct=72.5
export IMPL_grt_overflow_total=0
export IMPL_ys_cells=162
export IMPL_wirelength_um=2380
export IMPL_path_class="primary input to output pin"
export IMPL_ir_drop_uv=11.4
export IMPL_status="complete, no violations"
export IMPL_cp_required_ns=19.68
export IMPL_period_minus_slack_ns=22.98
export IMPL_firstDrtPassIters=4
export IMPL_post_synth_inst_count=162
export IMPL_cts_setup_buffers=0
export IMPL_vias=1033
export IMPL_clock_buffer_count=0
export IMPL_fin_crit_sh_pct=93.4
export IMPL_slowest_stage="clkdlybuf4s50_1"
export IMPL_layout_drive_gt1_share_pct=1.77
export IMPL_chipArea_um2=5170
export IMPL_top_cells_by_area="fa_1 (42%), xnor2_1 (17%), buf_4 (16%)"
export IMPL_ant_nets=0
export IMPL_num_fill_cells=493
export IMPL_yosys_area_um2=1470
export IMPL_regArea_um2=0
export IMPL_lay_top_count="clkdlybuf4s50_1"
export IMPL_postCtsHoldBufs=0
export IMPL_leakagePower_nw=1.04
export IMPL_ioPinCount=99
export IMPL_via_per_inst=3.53
export IMPL_coreArea_um2=4720
export IMPL_arrival_ns=18.06
export IMPL_crit_path_end_kind="output pin"
export IMPL_critPathMaxFanout=2
export IMPL_fmax_ghz=0.0435
export IMPL_wl_per_cell_um=8.12
export IMPL_max_cap_violations=0
export IMPL_hold_path_class="primary input to output pin"
export IMPL_die_y_um=71.9
export IMPL_grtUsageTotal_pct=9.86
export IMPL_dp_hpwl_um=2240
export IMPL_most_common_layout_cells="clkdlybuf4s50_1 (98), inv_1 (61), fa_1 (31)"
export IMPL_placed_area_um2=2240
export IMPL_finalHoldViolations=0
export IMPL_largest_area_cell="fa_1"
export IMPL_grt_pass1_vias=963
export IMPL_fin_setup_tns_ns=0
export IMPL_grt_pass1_wl_um=3990
export IMPL_drc=0
[critical path, delay by kind of cell]
| family | cells | cell delay, ns |
|---|---|---|
| fa+ha+maj | 31 | 11.84 |
| buf+inv | 5 | 1.15 |
| mux | 1 | 0.12 |
[worst paths after layout]
| kind | startpoint | endpoint | slack [ns] | depth (start not counted) |
|---|---|---|---|---|
| setup / recovery | B_i[0] | Sum_o[31] | 1.62 | 37 |
| hold / removal | A_i[0] | Sum_o[0] | 10.80 | 3 |
[metal layers]
layer / routed length [um] / GRT usage, %
met5: 0 / 0
met3: 288 / 2.71
met4: 0 / 0
met2: 1110 / 15.3
met1: 979 / 15.3
[metrics by stage]
stage                     hold slack (ns)  setup WS [ns]  util [%]  power [mW]  std cells
final                               10.80           1.62      47.4      0.0682        293
after global placement              10.80           1.59      47.4      0.0695        293
after detailed placement            10.80           1.58      47.4      0.0698        293
after floorplan                      9.99           2.49         -      0.0454        162
after CTS                           10.81           1.54      47.4      0.0700        293
after global routing                10.83           1.15      47.4      0.0784        293
[report_power, final]
group	leakage [nW]	internal (mW)	switching, mW	total [mW]
clock network	0	0	0	0
logic	1.04	0.0485	0.0196	0.0682
registers	0	0	0	0
[Yosys cell counts]
cell type and count:
buf_4 32, buf_8 2, buf_12 1, mux2i_1 1, buf_6 1, xnor2_1 28
fa_1 31, xor2_1 3, inv_1 61, xnor2_2 2
[cell type report]
class / count / area (um2) / area share [%]
repair buffers: 100 / 993 / 44.3
inverters: 61 / 229 / 10.2
multi-input cells: 65 / 935 / 41.7
well taps: 67 / 83.8 / 3.74
[cell families after synthesis]
kind of cell and share of synthesized area [%]:
buf+inv 36.2, mux 0.683, xor+xnor 20.8, fa+ha+maj 42.4
Power and IR drop assume default switching activity.
