<file path="run.sh">
#!/bin/bash
# OpenROAD 26Q1-2900-gdf79404cd8, Yosys 0.63+post, stock flow scripts
make -C /OpenROAD-flow-scripts/flow DESIGN_CONFIG=/design/flow/config.mk WORK_HOME=/design/flow/orfs finish
</file>
<file path="config.mk">
export PLATFORM = sky130hd
export DESIGN_NAME = Register_File
export DESIGN_NICKNAME = Register_File
export VERILOG_FILES = /design/flow/design.v
export SDC_FILE = /design/flow/constraint.sdc
export NUM_CORES = 4
export LEC_CHECK = 1
export CORE_UTILIZATION = 50
</file>
<file path="constraint.sdc">
current_design Register_File

set clk_period 6.0
set clk_io_pct 0.2

create_clock -name clk0 -period $clk_period [get_ports {clk}]

set non_clock_inputs [all_inputs -no_clocks]
set_input_delay [expr $clk_period * $clk_io_pct] -clock clk0 $non_clock_inputs
set_output_delay [expr $clk_period * $clk_io_pct] -clock clk0 [all_outputs]
</file>
<file path="design.v">
`timescale 1ns / 1ps
module Register_File
(
    input logic [4:0] A1,A2,A3,
    input logic clk, WE3,reset,
    input logic [31:0] WD3, 
    output logic [31:0] RD1,RD2
);
logic [31:0] file [31:0];  
integer i;
always_ff @(posedge clk or negedge reset ) begin
    if(!reset) begin
        for(i=0; i<=31;i=i+1)    
        file [i] =0;
    end
    else
    if(WE3)  file[A3] = WD3;
end    
always_comb  begin
    file[5'b00000]=32'd0;
    RD1= file[A1];
    RD2= file[A2];
end
endmodule
</file>
==> report_table.html <==
<h3>Run summary</h3>
<table>
<tr><th>Metric</th><th>Value</th></tr>
<tr><th colspan="2">Die</th></tr>
<tr><td>Horizontal die dimension</td><td>313 um</td></tr>
<tr><td>Initial core utilization</td><td>0.507</td></tr>
<tr><td>Num rows</td><td>113</td></tr>
<tr><td>Top-level I/O count</td><td>around 110</td></tr>
<tr><td>Chip footprint</td><td>about 98000 um^2</td></tr>
<tr><td>Vertical extent of the die</td><td>about 310 um</td></tr>
<tr><td>Floorplan core area</td><td>between 90000 and 100000 um^2</td></tr>
<tr><th colspan="2">Global route</th></tr>
<tr><td>First-pass GRT wire length</td><td>324000 um</td></tr>
<tr><td>Vias in the first global route</td><td>40800</td></tr>
<tr><td>Global Route Usage Sum</td><td>0.502</td></tr>
<tr><td>Largest net degree at the start of global routing</td><td>120</td></tr>
<tr><td>Residual overflow from global routing</td><td>0</td></tr>
<tr><td>Antenna violations before repair</td><td>9</td></tr>
<tr><th colspan="2">CTS</th></tr>
<tr><td>Worst-Skew Late Latency</td><td>around 0.70 ns</td></tr>
<tr><td>Cts hold-fix bufs</td><td>0</td></tr>
<tr><td>Post-CTS setup buffers</td><td>0</td></tr>
<tr><td>TritonCTS clock tree</td><td>built</td></tr>
<tr><td>Clock Sink Count</td><td>992</td></tr>
<tr><td>PostCTS Resize Cnt</td><td>0</td></tr>
<tr><td>Maximum clock path buffer count</td><td>3</td></tr>
<tr><td>Inserted Clock Buffers</td><td>approximately 110</td></tr>
<tr><td>Clock H-tree levels</td><td>3</td></tr>
<tr><td>Root Buffer</td><td>sky130_fd_sc_hd__clkbuf_16</td></tr>
<tr><td>Clk pin slew, worst setup/hold paths</td><td>0.05 ns</td></tr>
<tr><th colspan="2">Layout</th></tr>
<tr><td>Area occupied by registers</td><td>between 20000 and 25000 um^2</td></tr>
<tr><td>Layout area overhead</td><td>16.8%</td></tr>
<tr><td>Flip-flop count of the largest register after layout</td><td>992</td></tr>
<tr><td>Filler cells</td><td>7750</td></tr>
<tr><td>Multi-input gate area in the final layout</td><td>22600 um^2</td></tr>
<tr><td>Ratio of cells with drive above 1 in the final layout</td><td>0.368</td></tr>
<tr><th colspan="2">Critical path</th></tr>
<tr><td>Logic depth of the worst register-to-register path</td><td>1</td></tr>
<tr><td>Data required time at the worst endpoint</td><td>between 4 and 5 ns</td></tr>
<tr><td>Setup CP Type</td><td>in -&gt; out</td></tr>
<tr><td>Crit path max fanout</td><td>15</td></tr>
<tr><td>Startpoint kind of the worst setup timing path</td><td>input port</td></tr>
<tr><td>Endpoint type of the worst setup path</td><td>primary output</td></tr>
<tr><td>Arrival time worst endpoint</td><td>between 4 and 5 ns</td></tr>
<tr><td>Worst reg2reg endpoint</td><td>file[7][14]</td></tr>
<tr><td>R2R setup slack</td><td>5.07 ns</td></tr>
<tr><td>Origin of the critical flop-to-flop path</td><td>file[7][14]</td></tr>
<tr><th colspan="2">Yosys</th></tr>
<tr><td>Post-synthesis cell area</td><td>approximately 48000 um^2</td></tr>
<tr><td>Cell variety after synth</td><td>roughly 50</td></tr>
<tr><td>Cell types occupying the most area after synthesis</td><td>sky130_fd_sc_hd__dfrtp_1 (51%), sky130_fd_sc_hd__mux2_2 (23%), sky130_fd_sc_hd__a22oi_1 (12%), sky130_fd_sc_hd__nand2_1 (1.8%), sky130_fd_sc_hd__clkbuf_1 (1.6%)</td></tr>
<tr><td>Async set or reset register ratio after synthesis</td><td>1.00</td></tr>
<tr><td>Dominant cell by count in the synthesized netlist</td><td>sky130_fd_sc_hd__dfrtp_1</td></tr>
<tr><td>Post-synth top flop</td><td>sky130_fd_sc_hd__dfrtp_1</td></tr>
<tr><td>Synthesis warning total</td><td>2</td></tr>
<tr><td>Cells after synthesis</td><td>4016</td></tr>
<tr><td>YS chip area</td><td>approximately 48000 um^2</td></tr>
<tr><td>Registers, synthesis</td><td>992</td></tr>
<tr><td>Commonest cells in the synthesized netlist</td><td>sky130_fd_sc_hd__dfrtp_1 (992), sky130_fd_sc_hd__mux2_2 (987), sky130_fd_sc_hd__a22oi_1 (801), sky130_fd_sc_hd__nand2_1 (227), sky130_fd_sc_hd__clkbuf_1 (206)</td></tr>
<tr><td>Sequential area share after synthesis</td><td>0.512</td></tr>
<tr><td>Cell count in the Yosys report</td><td>4016</td></tr>
<tr><td>Post-synthesis average cell area</td><td>about 12 um^2</td></tr>
<tr><td>Area share of the leading cell type in the synthesized netlist</td><td>0.512</td></tr>
<tr><td>Library cell with the largest summed area after synthesis</td><td>sky130_fd_sc_hd__dfrtp_1</td></tr>
<tr><td>Flip-flops with a built-in enable</td><td>0</td></tr>
<tr><th colspan="2">Final timing</th></tr>
<tr><td>Share of the clock period used by the worst path</td><td>0.968</td></tr>
<tr><td>Fin Clk Skew</td><td>0 ns</td></tr>
<tr><td>Unrepaired setup endpoints after global routing</td><td>no</td></tr>
<tr><td>Post-route worst setup slack</td><td>~0.19 ns</td></tr>
<tr><td>Transition time at the pin with the least slew margin</td><td>approximately 0.98 ns</td></tr>
<tr><td>Max Transition Viols Final</td><td>0</td></tr>
<tr><td>Setup-failing EPs final</td><td>0</td></tr>
<tr><td>Post-layout min period</td><td>approximately 5.8 ns</td></tr>
<tr><td>Total count of hold-check failures in the final report</td><td>0</td></tr>
<tr><td>Setup TNS</td><td>0 ns</td></tr>
<tr><td>Max Clk Rate</td><td>roughly 170 MHz</td></tr>
<tr><td>Slew Limit Headroom</td><td>0.343</td></tr>
<tr><th colspan="2">Pwr</th></tr>
<tr><td>Static Leak</td><td>approximately 25 nW</td></tr>
<tr><td>Power per cell area</td><td>about 330 nW/um^2</td></tr>
<tr><td>Peak supply drop</td><td>between 0.0002 and 0.0003 V</td></tr>
<tr><th colspan="2">Drt</th></tr>
<tr><td>Routed wire length per instance</td><td>approximately 43 um</td></tr>
<tr><td>Total Wirelength</td><td>roughly 230000 um</td></tr>
<tr><td>Total number of vias</td><td>41700</td></tr>
<tr><td>Number of violations reported at the end of detailed-routing iteration 0</td><td>approximately 5600</td></tr>
<tr><td>Final antenna-violating net count</td><td>0</td></tr>
<tr><td>Total DRC errors in the routed layout</td><td>0</td></tr>
<tr><td>Number of vias per cell after detailed routing</td><td>7.60</td></tr>
<tr><td>Number of detailed-route iterations in the first pass</td><td>10</td></tr>
<tr><th colspan="2">Placed design</th></tr>
<tr><td>Post-placement worst setup slack</td><td>~0.38 ns</td></tr>
<tr><td>DP Wirelength</td><td>between 100000 and 150000 um</td></tr>
<tr><td>I/O Buffers</td><td>roughly 110</td></tr>
<tr><td>Gp weighted congestion</td><td>between 1 and 1.5</td></tr>
<tr><th colspan="2">Status</th></tr>
<tr><td>Run status</td><td>completed</td></tr>
<tr><th colspan="2">Flow run</th></tr>
<tr><td>Count of tool warnings</td><td>40</td></tr>
<tr><td>Reported max-cap violation count</td><td>0</td></tr>
<tr><th colspan="2">Min path</th></tr>
<tr><td>Tightest Hold Check Type</td><td>in -&gt; async</td></tr>
</table>
-- how the worst max path moves through the flow --
stage         start  endpoint
CTS           A1[1]    RD1[7]
global route  A2[2]   RD2[27]
finish        A1[3]   RD1[25]
-- report_power, final --
part           switching (mW)  internal (mW)  leakage, nW
clock                    2.83           3.99         1.77
combinational            1.12           1.41         10.4
sequential               1.29           7.99         12.7
-- critical path, cell delays in order --
cell and delay [ns]:
sky130_fd_sc_hd__clkdlybuf4s50_1 0.74, sky130_fd_sc_hd__or3b_1 0.56, sky130_fd_sc_hd__nor2_4 0.68, sky130_fd_sc_hd__buf_12 0.32, sky130_fd_sc_hd__a22oi_1 0.13, sky130_fd_sc_hd__nand4_1 0.13, sky130_fd_sc_hd__or4_1 0.29, sky130_fd_sc_hd__clkdlybuf4s50_1 0.52
-- layout make-up --
class	instances	share of cell area
timing repair buffer	402	0.0703
clock inverter	36	0.00716
clock buffer	157	0.0561
sequential	992	0.438
multi-input combinational	2616	0.399
inverter	5	0.000331
tap	1265	0.0280
antenna	11	0.000486
-- cell usage in the layout, fill, tap and decap left out, types with 34 or more instances in the layout --
master                            instances
sky130_fd_sc_hd__a221oi_1                43
sky130_fd_sc_hd__a222oi_1                48
sky130_fd_sc_hd__a22o_1                  41
sky130_fd_sc_hd__a22oi_1                801
sky130_fd_sc_hd__buf_12                  54
sky130_fd_sc_hd__buf_4                  235
sky130_fd_sc_hd__clkbuf_16              110
sky130_fd_sc_hd__clkdlybuf4s50_1        112
sky130_fd_sc_hd__dfrtp_1                992
sky130_fd_sc_hd__mux2_2                 987
sky130_fd_sc_hd__nand2_1                216
sky130_fd_sc_hd__nand3_1                 69
sky130_fd_sc_hd__nand4_1                 92
sky130_fd_sc_hd__nor2_1                  34
sky130_fd_sc_hd__nor2_4                  74
-- routing by layer --
layer	part of all wire	vias up	global-route usage
met1	0.35	20900	0.657
met2	0.40	3812	0.653
li1	-	15700	-
met3	0.18	1245	0.333
met5	0.0010	-	0.0256
met4	0.073	18	0.233
-- metrics by stage --
step	util	instances	cell area [um^2]	hold slack, ns	total power, mW
6_report	0.592	5484	56600	0.472	18.6
2_1_floorplan	-	4016	48500	0.481	10.4
3_5_place_dp	0.555	5280	53000	0.508	11.8
5_1_grt	0.592	5473	56600	0.501	19.2
3_3_place_gp	0.555	5280	53000	0.505	11.7
4_1_cts	0.592	5473	56600	0.483	18.5
-- kinds of logic after synthesis --
kind of cell           count (synthesis)  synth area share
and+or+nand+nor                      651            0.0662
muxes                               1000             0.232
DFF                                  992             0.512
AOI/OAI and AO/OA                    965             0.154
buffers and inverters                408            0.0354
Power is estimated from default activity; no workload was simulated.
